==> flow/design.v <==
`timescale 1ns / 1ps
module autoconfig(
           input    RESET,
           input 	AS20,
           input 	RW20,
           input 	DS20,
           input [31:0] A,
           output [7:4] DOUT,
           output  ACCESS,
           output  DECODE
       );
reg config_out = 'd0;
reg configured = 'd0;
reg shutup = 'd0;
reg [7:4] data_out = 'd0;
wire Z2_ACCESS = ({A[31:16]} != {16'h00E8}) | (&config_out);
wire Z2_WRITE = (Z2_ACCESS | RW20);
wire [5:0] zaddr = {A[6:1]};
always @(posedge AS20 or negedge RESET) begin
    if (RESET == 1'b0) begin
        config_out <= 'd0;
    end else begin
        config_out <= configured | shutup;
    end
end
always @(negedge DS20 or negedge RESET) begin
    if (RESET == 1'b0) begin
        configured <= 'd0;
        shutup <= 'd0;
        data_out[7:4] <= 4'hf;
    end else begin
            if (Z2_WRITE == 1'b0) begin
                    case (zaddr)
                    'h22: begin  
                        configured <= 1'b1;
                    end
                    'h26: begin  
                        shutup <= 1'b1;
                    end
                endcase
            end
            case (zaddr)
                'h00: data_out[7:4] <= 4'ha;
                'h01: data_out[7:4] <= 4'h2;
                'h03: data_out[7:4] <= 4'hc;
                'h04: data_out[7:4] <= 4'h4;
                'h08: data_out[7:4] <= 4'he;
                'h09: data_out[7:4] <= 4'hc;
                'h0a: data_out[7:4] <= 4'h2;
                'h0b: data_out[7:4] <= 4'h7;
                'h11: data_out[7:4] <= 4'he;
                'h12: data_out[7:4] <= 4'hb;
                'h13: data_out[7:4] <= 4'h5;
                default: data_out[7:4] <= 4'hf;
            endcase
    end
end
assign DECODE = ({A[31:26]} != {6'b0100_00}) | shutup;
assign ACCESS = Z2_ACCESS;
assign DOUT = data_out;
endmodule
==> flow/run.sh <==
#!/bin/bash
# OpenROAD 26Q1-2900-gdf79404cd8, Yosys 0.63+post, stock flow scripts
make -C /OpenROAD-flow-scripts/flow DESIGN_CONFIG=/design/flow/config.mk WORK_HOME=/design/flow/orfs finish
==> flow/config.mk <==
export PLATFORM = sky130hd
export DESIGN_NAME = autoconfig
export DESIGN_NICKNAME = autoconfig
export VERILOG_FILES = /design/flow/design.v
export SDC_FILE = /design/flow/constraint.sdc
export NUM_CORES = 4
export LEC_CHECK = 1
export CORE_AREA = 10 10 70 70
export DIE_AREA = 0 0 80 80
==> flow/constraint.sdc <==
current_design autoconfig

set clk_period 1.9
set clk_io_pct 0.2

create_clock -name clk0 -period $clk_period [get_ports {AS20}]
create_clock -name clk1 -period $clk_period [get_ports {DS20}]

set non_clock_inputs [all_inputs -no_clocks]
set_input_delay [expr $clk_period * $clk_io_pct] -clock clk0 $non_clock_inputs
set_output_delay [expr $clk_period * $clk_io_pct] -clock clk0 [all_outputs]
==> results.ini <==
[pwr]
static-leakage-power_nw=0.389
powerDensity_mw_per_mm2=445
max-vdd-ir-drop_uv=124
report.power.total_w=0.000422

[logic_synthesis]
yosys-stat-area_um2=493
netlist_top_cells_count=4 x dfstp_2, 3 x and4bb_2, 3 x inv_1, 3 x nand2b_1, 3 x nor2_1
asyncSetResetFlopFracSynth_pct=100
count_of_flip_flops_with_a_built_in_enable_after_synthesis=0
dominant_register_cell_in_the_synthesized_netlist=dfstp_2
ys_cells=50
post-synth-top-area-fraction_pct=21.3
ys_types=28
netlist.top_cell.by_instances=dfstp_2
post_synth_instance_area_um2=493
yosys-top-cells-area=dfstp_2 21%, dfrtn_1 10%, and4bb_2 7.6%, dfrtp_1 5.1%, nor4_2 5.1%
top_cell_type_by_total_area_after_synthesis=dfstp_2
avg_synthesized_cell_area_um2=9.86
yosys_warnings=1
yosys.stat.seqShare_pct=36.5
synth_cells=50
synth-seq-cells=7

[worst_hold_path]
min_path_type=reg2reg

[clock_network]
cts-root-buf=clkbuf_4
clock_tree.buffer_depth=2
path_clk_slew_ns=0.04
cts_tree=built
cts.htree.levels=1
inserted_clock_buffers=3

[floorplanning]
top_level_ports=42
dieArea_mm2=0.00640
coreArea_mm2=0.00342
vertical_die_size_um=80
floorplan.rows=21
initial_utilization_pct=14.4
dieWidth_um=80

[placed_design]
numPlacedInstances=133
place_area_um2=927
portBuffers=30
place.detailed.hpwl_mm=1.37
finalWeightedCongestion=0.842

[global_route]
grt_antenna_before_repair=0
largest_net_degree_at_the_start_of_global_routing=8
gr-usage-all-layers_pct=5.16
first_global_vias=584
grt_first_pass_wirelength_mm=2.70
grt_remaining_overflow=0

[final_timing]
timing.final.max_slew_violations=0
hold_violations_final=0
finalSetupViolCount=7
worst_slew_margin_rel_pct=79.5
fin_worst_skew_ns=0
worst_slack_ns=-0.319
tightest_slew_ns=0.305
grt_setup_unrepaired=true

[critical_path]
crit_path_cell_trace=buf_2
worst-endpoint-arrival_ns=1.84
crit_type=reg2out
worst-path-max-fanout=1
cp-start-kind=flip-flop
cp.required_ns=1.52
cp_num_buf_inv=1
critical-path-slowest-cell=dfstp_2
end_kind=output pin
cp_top_family=flip-flops
cp_slowest_stage_delay_ns=0.50

[cells_and_area]
final_util_pct=27.7
final_instance_area_um2=947
layoutNonFillerInstCount=141
syn2layout_area_growth_pct=92.1
final.fill_count=377
layout-drive-gt1-share_pct=48.4

[detailed_routing]
totalWireLength_mm=1.68
drt_first_pass_iters=4
detail_route.antenna_diodes=0
route.vias.total=562
detail_route.wl_per_cell_um=11.9
vias_per_inst=3.99
route.detailed.drc=0
initialDrtViolationCount=31
drtAntennaViolNets=0

[job]
max_cap_violations=0
warning_count=44

[status]
status=finished, violations left
violations=setup timing

## cell usage in the layout (no fill, tap or decap), drive strengths merged
master and count:
a2111oi 1, a211oi 1, a21oi 2, a31oi 1
and4bb 3, buf 25, clkbuf 5, clkdlybuf4s15 12
clkdlybuf4s50 1, dfrtn 2, dfrtp 1, dfstp 4
dlygate4sd2 2, inv 6, nand2b 3, nand3 1
nand4b 2, nand4bb 2, nor2 3, nor3 2
nor3b 1, nor4 3, o21ai 2, o21bai 2
o31ai 1, or2 1, or3 1, or3b 2
or4b 1, xor2 2
## final cells by class
type | count | area [µm²] | share of cell area, %
multi-input cells | 37 | 335 | 35.4
clock inverters | 4 | 15.0 | 1.59
flip-flops and latches | 7 | 180 | 19.0
inverters | 2 | 7.51 | 0.793
repair buffers | 41 | 325 | 34.3
clock buffers | 4 | 26.3 | 2.77
well taps | 46 | 57.6 | 6.08
## worst register-to-register path: cells and delay by family, from the launching register on
kind          cells  cell delay (ns)
flops             1             0.34
simple gates      1             0.28
buf+inv           1             0.13
## state kept, by name (all words and copies together) (netlist names)
register	flops
data_out	4
config_out	1
shutup	1
configured	1
## cell families after synthesis
family / synth area share, %
XOR/XNOR: 3.55
flip-flops: 36.5
buffers and inverters: 5.84
AND/OR/NAND/NOR: 40.9
AND-OR/OR-AND: 13.2
## worst paths after layout
path | end | cells after the start | from | slack [ns]
hold / removal | configured | 1 | configured | 0.41
setup reg to reg | config_out | 2 | shutup | -0.18
max in group clk1 | data_out[5] | 4 | A[5] | -0.01
setup / recovery | DOUT[5] | 1 | data_out[5] | -0.32
min in group clk0 | ACCESS | 4 | config_out | 1.02
hold reg to reg | configured | 1 | configured | 0.41
min in group asynchronous | config_out | 2 | RESET | 0.67
max in group asynchronous | data_out[6] | 2 | RESET | 0.39
## per-stage QoR
stage	setup slack [ns]	TNS, ns	hold WS [ns]
after global placement	-0.728	-6.68	0.413
after detailed placement	-0.738	-6.80	0.414
after global routing	-0.371	-2.03	0.447
after floorplan	-0.194	-0.720	0.0844
after CTS	-0.336	-1.84	0.418
final	-0.319	-1.74	0.414
## power by group
part	switching (W)	internal, W	total [W]
registers	0.000000653	0.000157	0.000157
logic	0.0000447	0.0000636	0.000108
clock network	0.0000653	0.0000911	0.000156
## what timing repair did
item                       CTS  global route
pin swaps                   14             7
hold buffers                 0             0
setup endpoints to repair   13            11
resized                     84             9
setup buffers                4             0
## layer usage
layer | share of wire (%) | up-vias | track usage (%)
li1 | - | 278 | -
met1 | 46 | 258 | 6.60
met2 | 41 | 24 | 7.54
met3 | 12 | 2 | 2.84
met4 | 0.12 | 0 | 0.880
met5 | 0 | - | 0
Power is estimated from default activity; no workload was simulated.
