==> design/flow/design.v <==
`timescale 1ns / 1ps
module bus(
           input 	    CLKCPU,
           input 	    CLK14M,
           output       HALT,
           input [31:0] A,
           input [2:0]  FC,
           input [1:0]  SIZ,
           input 	    AS30,
           input 	    DS30,
           input 	    RW30,
           output[1:0]  DS30ACK,
           output 	    AS20,
           output 	    DS20,
           output 	    RW20,
           input [1:0]  DSACK,
           input        INTCYCLE,
           output 	    BERR
       );
reg     AS30DLY = 1'b1;
reg     RW20_INT = 1'b1;
reg     DS20_INT = 1'b1;
reg     AS20_INT = 1'b1;
wire    CPUSPACE = &FC;
wire    FPUOP = CPUSPACE & ({A[19:16]} === {4'b0010});
wire    BKPT = CPUSPACE & ({A[19:16]} === {4'b0000});
wire    IACK = CPUSPACE & ({A[19:16]} === {4'b1111});
wire    HIGHZ = ~INTCYCLE;
reg     [1:0] DS30ACK_LATCHED;
reg     CANSTART = 1'b1;
wire AS_AMIGA = AS30 | FPUOP | ~INTCYCLE | (~CANSTART & AS20_INT);
always @(posedge CLK14M or negedge AS20) begin
    if (AS20 == 1'b0) begin
        CANSTART <= 1'b0;
    end else begin
        CANSTART <= 1'b1;
    end
end
always @(posedge CLK14M or posedge AS30) begin
    if (AS30 == 1'b1) begin
        DS30ACK_LATCHED <= 2'b11;
    end else begin
        DS30ACK_LATCHED <= {2{DS20_INT}} | DSACK; 
    end
end
always @(negedge CLK14M or posedge AS30) begin
    if (AS30 == 1'b1) begin
        AS20_INT <= 1'b1;        
        RW20_INT <= 1'b1;
        DS20_INT <= 1'b1;
    end else begin
        AS20_INT    <= AS_AMIGA;   
        RW20_INT    <= RW30 | AS_AMIGA;
        if (RW30 == 1'b1) begin
            DS20_INT <=  AS_AMIGA;
        end else begin
            DS20_INT <=  AS20_INT | AS_AMIGA;
        end
    end
end
assign HALT = 1'b1; 
assign RW20 =   HIGHZ ? 1'bz : RW20_INT;
assign AS20 =   HIGHZ ? 1'bz : AS20_INT;
assign DS20 =   HIGHZ ? 1'bz : DS20_INT | DS30;
assign DS30ACK = DS30ACK_LATCHED;
assign BERR = (~FPUOP | AS30) ? 1'b1 : 1'b0;
endmodule
==> design/flow/run.sh <==
#!/bin/bash
# OpenROAD 26Q1-2900-gdf79404cd8, Yosys 0.63+post, stock flow scripts
make -C /OpenROAD-flow-scripts/flow DESIGN_CONFIG=/design/flow/config.mk WORK_HOME=/design/flow/orfs finish
==> design/flow/config.mk <==
export PLATFORM = sky130hd
export DESIGN_NAME = bus
export DESIGN_NICKNAME = bus
export VERILOG_FILES = /design/flow/design.v
export SDC_FILE = /design/flow/constraint.sdc
export NUM_CORES = 4
export LEC_CHECK = 1
export CORE_AREA = 10 10 70 70
export DIE_AREA = 0 0 80 80
==> design/flow/constraint.sdc <==
current_design bus

set clk_period 2.2
set clk_io_pct 0.2

create_clock -name clk0 -period $clk_period [get_ports {CLK14M}]

set non_clock_inputs [all_inputs -no_clocks]
set_input_delay [expr $clk_period * $clk_io_pct] -clock clk0 $non_clock_inputs
set_output_delay [expr $clk_period * $clk_io_pct] -clock clk0 [all_outputs]
==> flow_metrics.tcl <==
# place-and-route summary
set metrics [dict create \
    nFillCells 386 \
    post-cts-setup-buffer-count 0 \
    final.setup.tns_ns -0.861 \
    ir_worst_vdd_mv 0.136 \
    clkTransAtPathRegs_ns 0.05 \
    insertion_delay_ns 0.30 \
    ant_nets 0 \
    ys_top_cells_by_area "dfstp_2 46%, dfrtp_1 8.8%, nor4_4 7.5%" \
    diodes 0 \
    chip_area_sq_mm 0.00640 \
    finalWirelength_microns 902 \
    grt_overflow 0 \
    grt_pass1_wl_mm 1.37 \
    fin_util_pct 16.6 \
    gp_congestion 0.793 \
    die_w_microns 80 \
    path_max_fanout 3 \
    drc 0 \
    start_kind "flip-flop" \
    top_area_share_pct 46.1 \
    outcome "finished with violations" \
    grt_usage_pct 2.74 \
    cts.sinks 6 \
    critPathRequiredTime_ns 1.76 \
    edf_count 0 \
    criticalPathCategory "flip-flop to primary output" \
    seq_area_sq_um 156 \
    wl_per_cell_microns 9.40 \
    antenna_found_initial 0 \
    cts_tree "yes" \
    violations "negative setup slack" \
    fin_ws_ns -0.356 \
    hold_violations 0 \
    dp_cells 90 \
    ys_types 11 \
    leakagePower_nw 0.245 \
    cts_root_buffer "clkbuf_4" \
    first_pass_iters 4 \
    logic_area_sq_um 121 \
    drt_iter0_markers 15 \
    hold_buffers 0 \
    ys_ff 6 \
    synth.most_common_cell "dfstp_2" \
    yosys_warnings 4 \
    synth_top_cell_by_area "dfstp_2" \
    synth.avg_cell_area_sq_um 12.4 \
    area_growth_pct 98.2 \
    async_flop_share_pct 100 \
    avgViaCountPerCell 2.75 \
    dp_hpwl_microns 744 \
    ys_seq_share_pct 54.8 \
    cts_buffers 3 \
    rsz0062_at_grt "true" \
    core_region_area_sq_mm 0.00342 \
    slew_violations 0 \
    cts_max_path_buffers 2 \
    ys_area_sq_um 285 \
    stdcell_count 96 \
    port_buffers 19 \
    drive_above_1_share_pct 46.0 \
    flop_cell "dfstp_2" \
    finClkSkew_ns 0.0570 \
    grt_max_degree 7 \
    crit_arrival_ns 2.12 \
    initial_core_util_pct 8.35 \
    cts.htree.levels 1 \
    die_h_microns 80 \
    syn_area_sq_um 285 \
    common_cells "5 x dfstp_2, 4 x nand2_1, 3 x inv_1, 3 x or2_2, 2 x a211o_2" \
    netlist_instances 23 \
    p_per_area_mw_per_mm2 514 \
    grt_pass1_vias 267 \
    tool_warnings 61 \
    vias 264 \
    max_cap_violations 0 \
    end_kind "primary output" \
    ys_cells 23 \
    setup_viol 3 \
    dp_slack_ns -0.424 \
    pin_count 52 \
    hold_slack_ns 0.474 \
    core.rowCount 21 \
    min-delay-path-class "input port to async pin" \
]
-- placed cells by master (no fill, tap or decap) --
cell	netlist	layout
inv_2	0	1
clkdlybuf4s50_1	0	7
conb_1	1	2
nand3b_4	1	1
dfstp_2	5	5
or2_4	0	1
inv_1	3	4
nand2_2	0	2
or2_2	3	2
a211o_2	2	2
nor4_4	1	1
a2111o_1	1	1
buf_2	0	2
nand2_1	4	2
buf_6	0	1
dfrtp_1	1	1
clkbuf_4	0	3
buf_4	1	2
clkbuf_1	0	1
dlygate4sd2_1	0	9
-- where the power goes --
group / switching, W / leakage [nW] / internal, W
Sequential: 0.00000216 / 0.0635 / 0.000117
Clock: 0.0000551 / 0.0310 / 0.0000764
Combinational: 0.0000141 / 0.150 / 0.0000257
Total: 0.0000714 / 0.245 / 0.000219
-- path summary, 6_finish.rpt --
check / from / slack [ns] / cells past startpoint / to
min: AS30 / 0.47 / 3 / DS30ACK_LATCHED[1]
min reg2reg: AS20_INT / 0.81 / 2 / AS20_INT
max reg2reg: CANSTART / 0.28 / 2 / RW20_INT
max: DS20_INT / -0.36 / 2 / DS20
min in group clk0: DSACK[1] / 0.78 / 2 / DS30ACK_LATCHED[1]
max in group asynchronous: AS20_INT / 0.61 / 1 / CANSTART
-- what timing repair did --
item | in CTS | in global routing
pin swaps | 4 | 1
gates cloned | 0 | 0
resized | 22 | 1
setup endpoints to repair | 7 | 3
hold endpoints to repair | 0 | 0
-- critical path: stages, from the launching register on --
cell	delay (ns)
dfstp_2	0.53
or2_4	0.11
buf_6	0.07
-- state kept, by name (all words and copies together) (netlist names) --
| name | cells |
|---|---|
| CANSTART | 1 |
| AS20_INT | 1 |
| DS20_INT | 1 |
| RW20_INT | 1 |
| DS30ACK_LATCHED | 2 |
-- logic make-up (layout without fill, tap and decap cells) --
family / count (synthesis) / count (layout) / share of synthesized area, %
buffers and inverters: 4 / 30 / 6.58
AND-OR/OR-AND: 3 / 3 / 11.0
flip-flops: 6 / 6 / 54.8
AND/OR/NAND/NOR: 9 / 9 / 26.3
other: 1 / 2 / 1.31
-- routing by layer --
layer | vias to the layer above | GRT usage, % | wire, microns
met5 | - | 0 | 0
met4 | 0 | 0.352 | 3
met3 | 2 | 2.95 | 205
met2 | 21 | 3.13 | 256
met1 | 115 | 3.43 | 437
li1 | 126 | - | -
-- through the flow --
step / power, W / area, sq um
finish: 0.000291 / 566
detailed placement: 0.000177 / 544
global route: 0.000310 / 566
global placement: 0.000176 / 544
floorplan: 0.000143 / 289
CTS: 0.000295 / 559
-- final cells by class --
cell class	count	share of cell area (%)
repair buffers	21	32.7
flip-flops and latches	6	27.7
multi-input cells	14	21.5
well taps	46	10.2
clock buffers	4	4.65
clock inverters	3	1.99
inverters	2	1.33
No activity file was given, so power comes from the tool's default toggle rates.
