[./config.mk]
export PLATFORM = sky130hd
export DESIGN_NAME = ata
export DESIGN_NICKNAME = ata
export VERILOG_FILES = /design/flow/design.v
export SDC_FILE = /design/flow/constraint.sdc
export NUM_CORES = 4
export LEC_CHECK = 1
export CORE_AREA = 10 10 70 70
export DIE_AREA = 0 0 80 80
[./run.sh]
#!/bin/bash
# OpenROAD 26Q1-2900-gdf79404cd8, Yosys 0.63+post, stock flow scripts
make -C /OpenROAD-flow-scripts/flow DESIGN_CONFIG=/design/flow/config.mk WORK_HOME=/design/flow/orfs finish
[./design.v]
`timescale 1ns / 1ps
module ata (
           input         CLK,
           input         AS,
           input         RW,
           input [31:0] A,
           input        WAIT,
           output [1:0] IDECS,
           output        IOR,
           output        IOW,
           output   DTACK,
           output        ACCESS
       );
wire GAYLE_IDE = ({A[31:15]} != {16'h00DA,1'b0});
reg ASDLY = 1'b1;
reg ASDLY2 = 1'b1;
reg DTACK_INT = 1'b1;
reg IOR_INT = 1'b1;
reg IOW_INT = 1'b1;
always @(posedge CLK or posedge AS) begin
    if (AS == 1'b1) begin
        ASDLY <= 1'b1;
        ASDLY2 <= 1'b1;
    end else begin
        ASDLY <= AS;
        ASDLY2 <= ASDLY;
    end
end
always @(negedge CLK or posedge AS) begin
    if (AS == 1'b1) begin
        IOR_INT <= 1'b1;
        IOW_INT <= 1'b1;
        DTACK_INT <= 1'b1;
    end else begin
        IOR_INT <= ~RW | ASDLY | GAYLE_IDE;
        IOW_INT <=  RW | ASDLY2 | GAYLE_IDE;
        DTACK_INT <=  ASDLY2 | GAYLE_IDE;
    end
end
assign IOR = IOR_INT;
assign IOW = IOW_INT ;
assign DTACK = DTACK_INT;
assign IDECS = A[12] ? {GAYLE_IDE, 1'b1} : {1'b1, GAYLE_IDE};
assign ACCESS = GAYLE_IDE;
endmodule
[./constraint.sdc]
current_design ata

set clk_period 2.0
set clk_io_pct 0.2

create_clock -name clk0 -period $clk_period [get_ports {CLK}]

set non_clock_inputs [all_inputs -no_clocks]
set_input_delay [expr $clk_period * $clk_io_pct] -clock clk0 $non_clock_inputs
set_output_delay [expr $clk_period * $clk_io_pct] -clock clk0 [all_outputs]
==> run summary <==
flow finished, numbers: Boundary Pins 42, aoi/oai-family share of the synthesized area 0, critical path peak fanout 1, Seq cells post-synth 5, largest net degree at the start of global routing 6, Final ANT Viol Nets 0, comb area leader simple AND/OR/NAND/NOR gates, clock tree sinks 5, tool warnings 46, chip height 80 um, placed cells 96, final setup fails 5, synthesized area per cell 11.09 sq um, Gate power share 0.147, first-pass GRT wire length 1628 um, ys cells 22, Clk pwr share 0.483, starting DRC count in detailed routing 14, number of global-route vias before repair 401, global route overflow 0, core box area 0.003416 sq mm, adder share 0, Comb area 145.1 sq um, LEAKAGE 0.2460 nW, clock root cell clkbuf_4, Worst Hold Class flop to flop, worst path bufs/invs 1, crit-path cells buf_2, Die W 80 um, CP endpoint kind output port, pre-CTS WS -0.7891 ns, GPL Wtd Cong 0.7263, Rel. slew slack 0.8613, clock skew 0.05708 ns, Post-synth EDFFs 0, endpoints failing hold 0, WP data arrival 1.90 ns, vias per cell 3.167, Syn Inst Count 22, fin worst setup slack -0.2954 ns, Area growth syn-to-layout 146.2%, sequential fraction of design power 0.370, Fill cells 409, Max-area cell share 0.5385, max-cap violation count 0, Top delay family on crit path flip-flops, most instantiated library cell after synthesis dfstp_2, WS Path Type flop to output port, antenna violations before repair 0, Total GRT Usage 0.03298, fp_density 0.07143, hold_buf cts 0, mean routed wirelength per cell 10.11 um, row count 21, top cells by area dfstp_2, nor4b_1, or3_2, failing checks setup timing, sw frac 0.2605, Non-Filler Instances 102, Worst Tran Pin Value 0.2072 ns, peak supply drop 0.1696 mV, Syn Std Cell Area 244.0 sq um, P_sw 0.07532 mW, htree depth 1, I/O Buffers 26, CTS clk-pin slew, worst paths 0.05 ns, Slew Viols, Final 0, Crit path largest cell delay 0.50 ns, Critical-path top delay cell dfstp_2, Yosys Chip Area 244.0 sq um, Yosys top cell by area dfstp_2, post-DP HPWL 905.7 um, clk buf depth 2, Late-Pin Clk Latency 0.30 ns, Flop area 131.4 sq um, synth warn 1, number of distinct library cells after synthesis 13, Internal 0.2138 mW, Routed WL 1031 um, Synth async-reset ratio 1.000, Pwr Density 481.3 mW/mm^2, total setup buffers inserted after CTS 0, DR pass1 iterations 3, RSZ-0062 raised after global routing yes, worst path required time 1.60 ns, startpoint types flop, DR vias 323, XOR Share, Synth 0, layout cells sized above 1 0.5714, # DRC 0, CTS tree built, register share after synthesis 0.5385, die area 0.006400 sq mm, yosys simple share 0.4308, Ant. Diodes 0, status finished with violations, Synth mux share 0, cts bufs inserted 3, Commonest flop dfstp_2
## per-layer routing
| layer | GRT usage | up-vias | share of wire |
|---|---|---|---|
| met5 | 0 | - | 0 |
| met4 | 0.005282 | 0 | 0 |
| li1 | - | 149 | - |
| met3 | 0.04318 | 0 | 0.23 |
| met1 | 0.04427 | 146 | 0.51 |
| met2 | 0.02809 | 28 | 0.26 |
## registers in the layout, summed over array words and instances, names as in the netlist
signal and cells:
DTACK_INT 1, ASDLY2 1, IOR_INT 1, IOW_INT 1
ASDLY 1
## path summary, 6_finish.rpt
kind                       slack, ns      start         to  cells after the start
max in group asynchronous       0.43         AS  DTACK_INT                      2
setup reg to reg                0.10     ASDLY2    IOW_INT                      1
hold reg to reg                 0.37      ASDLY     ASDLY2                      0
setup / recovery               -0.30  DTACK_INT      DTACK                      1
min in group asynchronous       0.59         AS     ASDLY2                      2
hold / removal                  0.37      ASDLY     ASDLY2                      0
## power by group through the flow
stage,Sequential (mW),Clock (mW),Combinational [mW]
after CTS,0.107,0.148,0.0396
after global routing,0.107,0.155,0.0463
final,0.107,0.140,0.0424
## per-stage QoR
| step | cell area [sq um] | hold WS, ns | utilization | power [mW] | setup TNS (ns) |
|---|---|---|---|---|---|
| 6_report | 600.6 | 0.3687 | 0.1758 | 0.2891 | -1.133 |
| 5_1_grt | 600.6 | 0.3690 | 0.1758 | 0.3085 | -1.308 |
| 4_1_cts | 578.1 | 0.3673 | 0.1692 | 0.2948 | -1.226 |
| 3_5_place_dp | 589.3 | 0.3568 | 0.1725 | 0.1677 | -4.445 |
| 3_3_place_gp | 589.3 | 0.3611 | 0.1725 | 0.1674 | -4.328 |
| 2_1_floorplan | 256.5 | 0.3506 | - | 0.1261 | -0.6335 |
## layout by cell type (no fill, tap or decap)
master            n
buf_2            11
dfstp_2           5
inv_1             4
clkdlybuf4s15_1   4
clkbuf_4          3
clkdlybuf4s50_1   3
buf_6             3
dlygate4sd2_1     3
nor2_2            2
nor4b_4           2
nand2_1           2
dlymetal6s2s_1    2
buf_4             2
and4bb_1          1
and4_4            1
and2_2            1
nand4_1           1
or3_2             1
nand4b_1          1
or4_1             1
or3_4             1
nand3_1           1
clkinv_1          1
## repair_timing
item / CTS / global route
pin swaps: 9 / 6
gates resized: 64 / 6
endpoints found under the setup margin: 9 / 7
## cells by family (layout without fill, tap and decap cells)
family                 after synthesis  after routing
buffers and inverters                2             36
DFF                                  5              5
and+or+nand+nor                     15             15
## area by class of cell
class / count / area share
inverters: 1 / 0.006250
flip-flops and latches: 5 / 0.2188
clock buffers: 3 / 0.03750
clock inverters: 4 / 0.02500
multi-input cells: 15 / 0.2417
repair buffers: 28 / 0.3750
well taps: 46 / 0.09583
No activity file was given, so power comes from the tool's default toggle rates.
